===== config.mk =====
export PLATFORM = sky130hd
export DESIGN_NAME = Top_Module
export DESIGN_NICKNAME = Top_Module
export VERILOG_FILES = /design/flow/design.v
export SDC_FILE = /design/flow/constraint.sdc
export NUM_CORES = 4
export LEC_CHECK = 1
export CORE_UTILIZATION = 50

===== constraint.sdc =====
current_design Top_Module

set clk_period 27.7
set clk_io_pct 0.2

create_clock -name clk0 -period $clk_period [get_ports {clk}]

set non_clock_inputs [all_inputs -no_clocks]
set_input_delay [expr $clk_period * $clk_io_pct] -clock clk0 $non_clock_inputs
set_output_delay [expr $clk_period * $clk_io_pct] -clock clk0 [all_outputs]

===== design.v =====
module RAM (clk, rst_n, din, rx_valid, tx_valid, dout);
parameter MEM_DEPTH = 256;
parameter ADDR_SIZE = 8;
input [9:0] din;
input rx_valid, clk, rst_n;
output reg [7:0] dout;
output reg tx_valid;
reg [ADDR_SIZE-1:0] addr_rd, addr_wr;
reg [7:0] mem [MEM_DEPTH-1:0];
always @(posedge clk) begin
    if (!rst_n) begin
        addr_rd <= 0;
        addr_wr <= 0;
        tx_valid <= 0;
        dout <= 0;
    end
    else begin
        if (rx_valid) begin
            case (din[9:8])
            2'b00: begin
                addr_wr <= din[7:0];
                tx_valid <= 1'b0;
            end
            2'b01: begin
                mem[addr_wr] <= din[7:0];
                tx_valid <= 1'b0;
            end
            2'b10: begin
                addr_rd <= din[7:0];
                tx_valid <= 1'b0;
            end
            2'b11: begin
                dout <= mem[addr_rd];
                tx_valid <= 1'b1;
            end
            endcase
        end
    end
end
endmodule
module SPI_Slave (clk, rst_n, SS_n, MOSI, MISO, rx_data, rx_valid, tx_data, tx_valid);
input clk, rst_n, SS_n, MOSI;     
input tx_valid;   
input [7:0] tx_data;
output reg MISO, rx_valid;
output reg [9:0] rx_data;
parameter IDLE      = 3'b000;
parameter CHK_CMD   = 3'b001;
parameter WRITE     = 3'b010;
parameter READ_ADD  = 3'b011;
parameter READ_DATA = 3'b100;
reg [2:0] cs, ns;
reg [3:0] count;
reg [9:0] shift_reg;   
reg control_read;    
always @(posedge clk or negedge rst_n) begin
   if (!rst_n)
      cs <= IDLE;
   else
      cs <= ns;
end
always @ (*) begin
  ns = IDLE;
  case (cs)
   IDLE:      if (SS_n)
                ns = IDLE;
              else
                ns = CHK_CMD;
   CHK_CMD:   if (SS_n)
                ns = IDLE;
              else if (MOSI) begin
                if (control_read)
                  ns = READ_DATA;
                else 
                  ns = READ_ADD;  
              end    
              else 
                ns = WRITE;
   WRITE:     if (SS_n)
                ns = IDLE;
              else
                ns = WRITE;
   READ_ADD:  if (SS_n) 
                ns = IDLE;
              else 
                ns = READ_ADD;
   READ_DATA: if (SS_n)
                ns = IDLE;
              else 
                ns = READ_DATA;      
   default:     ns = IDLE;
  endcase
end
always @(posedge clk) begin
  if (!rst_n) begin
    rx_data <= 10'b0;
    rx_valid <= 1'b0;
    MISO <= 1'b0;
    count <= 4'b0;
    control_read <= 1'b0;
    shift_reg <= 10'b0;
  end
  else begin  
    case (cs)
    IDLE: begin
      rx_valid <= 1'b0;
      shift_reg <= 10'b0;
      count <= 4'b0;
    end 
    CHK_CMD: begin 
      count <= 4'b0;      
      rx_valid <= 1'b0;
    end
    WRITE: begin
      if (count < 10) begin
        shift_reg <= {shift_reg[8:0] , MOSI};
        rx_valid <= 1'b0;
        count <= count + 1;
      end
      else begin
        count <= 4'b0;
        rx_valid <= 1'b1;
        rx_data <= shift_reg;
      end
    end
    READ_ADD: begin
      if (count < 10) begin
        shift_reg <= {shift_reg[8:0] , MOSI};
        rx_valid <= 1'b0;
        count <= count + 1;
      end
      else begin
        control_read <= 1'b1;
        count <= 4'b0;
        rx_valid <= 1'b1;
        rx_data <= shift_reg;
      end
    end
    READ_DATA: begin
      if (tx_valid) begin
        rx_valid <= 0;
        if (count < 8) begin
          MISO <= tx_data[7 - count];
          count <= count + 1;
        end
        else begin
          control_read <= 0;
          count <= 4'b0;
        end
      end
      else begin
        if (count < 10) begin
          shift_reg <= {shift_reg[8:0] , MOSI};
          rx_valid <= 1'b0;
          count <= count + 1;
        end 
        else begin
          count <= 1;
          rx_valid <= 1'b1;
          rx_data <= shift_reg;
        end
      end 
    end
    endcase
  end
end
endmodule
module Top_Module (clk, rst_n, SS_n, MOSI, MISO);
input clk, rst_n, SS_n, MOSI;
output MISO;
wire  [9:0] rx_data;
wire rx_valid, tx_valid;
wire [7:0] tx_data;
RAM u_ram ( 
  .clk(clk),
  .rst_n(rst_n),
  .din(rx_data),
  .rx_valid(rx_valid),
  .tx_valid(tx_valid),
  .dout(tx_data)
);
SPI_Slave u_spi_slave (
  .clk(clk),
  .rst_n(rst_n),
  .SS_n(SS_n),
  .MOSI(MOSI),
  .MISO(MISO),
  .rx_data(rx_data),
  .rx_valid(rx_valid),
  .tx_data(tx_data),
  .tx_valid(tx_valid)
);
endmodule

===== run.sh =====
#!/bin/bash
# OpenROAD 26Q1-2900-gdf79404cd8, Yosys 0.63+post, stock flow scripts
make -C /OpenROAD-flow-scripts/flow DESIGN_CONFIG=/design/flow/config.mk WORK_HOME=/design/flow/orfs finish

==> reports/results.tsv <==
stage	metric	value	unit
logic_synthesis	area share, top type	74.5	%
die	chip width	408	um
critical_path	crit path DAT	8.66	ns
critical_path	crit end category	flop	
hold_path	Hold Crit Class	flop to flop	
cts	CTS tree	built	
cts	setup bufs post-CTS	0	
drt	DRT Pass-1 Iters	6	
placement	HPWL after detailed placement	142000	um
placement	Post-Place Cells	6291	
cts	clk root buf	clkbuf_16	
logic_synthesis	EDFF count, synth	2048	
final_timing	fin worst setup slack	19.50	ns
placement	gpl congestion	0.984	
cts	Post-CTS Hold Buffers	0	
critical_path	Reg2Reg Depth	11	
logic_synthesis	YS chip area	0.0825	sq mm
critical_path	critical-path cell list	clkdlybuf4s50_1 -> nand3_1 -> nor2_1 -> nand3_1 -> buf_4 -> nor2_1	
drt	Post-DRT Antenna Nets	0	
drt	drt drc	0	
placement	placed inst area	0.0848	sq mm
power_and_ir_drop	power per cell area	67.7	mW/mm^2
logic_synthesis	mean post-synth cell area	19.6	sq um
logic_synthesis	main flop type	edfxtp_1	
grt	antenna violations before repair	5	
cts	PostCTS Resize Cnt	0	
power_and_ir_drop	Tot Pwr	6.18	mW
logic_synthesis	ys async rst share	0.238	%
drt	DR vias	41837	
hold_path	WHS Path Cells	2	
power_and_ir_drop	P_leak	27.6	nW
cts	H-tree depth	4	
final_timing	Final Max Slew Viols	0	
cts	Clock Pin Slew Worst Setup and Hold Paths	0.06	ns
final_timing	clk_skew	0.0287	ns
die	Core Density at Floorplan	50.5	%
die	core area	0.163	sq mm
logic_synthesis	cell count in the Yosys report	4215	
critical_path	crit-path leading delay family	simple AND/OR/NAND/NOR gates	
cells_and_area	P&R area growth vs syn	10.7	%
hold_path	worst hold endpoint	u_ram.dout[4]	
die	Die Area	0.167	sq mm
final_timing	max frequency	0.122	GHz
critical_path	worst path required time	28.16	ns
final_timing	Worst-Margin Slew	0.933	ns
cells_and_area	max reg flops	2048	
logic_synthesis	post-synthesis cell area	0.0825	sq mm
power_and_ir_drop	worst vdd ir	0.0542	mV
drt	post-DR wirelength/cell	33.7	um
cts	CTS max path bufs	3	
logic_synthesis	most numerous cell in the Yosys netlist	edfxtp_1	
grt	overall routing resource usage	31.0	%
cells_and_area	share of layout cells above drive strength 1	18.6	%
cts	clock sink count	2105	
logic_synthesis	Synth Seq Share	75.9	%
logic_synthesis	Post-Syn Instances	4215	
drt	drt initial violations	3202	
placement	# port buffers	4	
final_timing	final setup fails	0	
final_timing	crit share post-route	29.6	%
logic_synthesis	flops & latches, synth	2105	
grt	largest net degree at the start of global routing	98	
critical_path	CP Max Fanout	11	
hold_path	Hold Crit Start	u_ram.dout[4]	
final_timing	post-route minimum period	8.20	ns
logic_synthesis	top cells, area	edfxtp_1, mux4_2, mux2i_1	
grt	first-pass GRT wire length	325000	um
cells_and_area	Final Non-Filler Cells	6661	
cells_and_area	Core Util, Final	55.9	%
critical_path	Worst setup SP type	input port	
critical_path	Buf/Inv on CP	2	
grt	vias in the first global route	45926	
logic_synthesis	Ys Warns	2	
grt	grt total ovfl	0	
final_timing	setup tns final	0	ns
cells_and_area	Finished Cell Area	0.0914	sq mm
placement	dpl ws	18.68	ns
critical_path	R2R Setup Slk	22.80	ns
die	I/O pin count	5	
critical_path	worst setup path class	input port to flop	
final_timing	Hold Slack	0.497	ns
final_timing	RSZ-0062 raised after global routing	no	
die	Rows	148	
cts	Clock Latency Late Sink	0.83	ns
flow_run	tool warning count	26	
status	outcome	finished clean	
critical_path	worst r2r src	u_ram.addr_rd[0]	
drt	final wirelength	225000	um
cts	clock buffer count from CTS	202	
drt	vias per cell	6.28	
critical_path	Worst R2R End	u_ram.dout[4]	
die	overall die height	408	um
logic_synthesis	largest area contributor in the netlist	edfxtp_1	
critical_path	Slowest-stage cell, CP	nand3_1	
logic_synthesis	post-synthesis cell type count	71	
critical_path	Largest stage delay, worst path	0.66	ns
cells_and_area	FF/Latch Area	0.0627	sq mm
final_timing	Slew HR	37.7	%
flow_run	Max-Cap Viols	0	
cells_and_area	fill cell count	12091	
cells_and_area	logic area	0.0180	sq mm
final_timing	Hold Violations, Final	0	
logic_synthesis	top cells by count	edfxtp_1, mux2i_1, mux4_2	
cell usage in the layout (no fill, tap or decap), types with 34 or more instances in the layout:
cell type,instances
buf_4,149
nor2_1,292
nor2b_1,44
nand2_1,158
edfxtp_1,2048
a21oi_1,68
o221ai_1,61
clkinv_1,38
a22oi_1,39
mux2i_1,359
o21ai_0,52
clkinv_2,34
nand3_1,44
clkbuf_1,42
dfxtp_1,40
o22ai_1,104
clkbuf_16,206
mux4_2,348
worst max path at each step:
| stage | cells past startpoint | from | to |
|---|---|---|---|
| 4_1_cts | 7 | rst_n | u_ram.mem[57][6] |
| 5_1_grt | 7 | rst_n | u_ram.mem[57][6] |
| 6_report | 6 | rst_n | u_ram.mem[136][4] |
cells by family after synthesis:
group | Yosys count | share of synthesized area, %
buf+inv | 267 | 2.29
mux | 723 | 14.3
compound gates | 466 | 3.91
fa+ha+maj | 2 | 0.0303
simple gates | 652 | 3.52
flops | 2105 | 75.9
area by class of cell:
type	instances	share of cell area, %
sequential	2105	68.6
multi-input combinational	1843	19.7
clock buffer	248	5.81
tap	2175	2.98
timing repair buffer	161	1.44
clock inverter	116	1.37
inverter	7	0.0329
antenna	6	0.0164
power breakdown:
part,leakage [nW],switching (mW),internal (mW)
Sequential,19.5,0.00103,3.44
Combinational,4.93,0.00355,0.00264
Clock,3.19,1.15,1.59
Total,27.6,1.15,5.03
routing by layer:
| metal | up-vias | GRT usage (%) | wire, um | part of all wire [%] |
|---|---|---|---|---|
| li1 | 17513 | - | - | - |
| met1 | 20568 | 41.8 | 73700 | 33 |
| met2 | 3295 | 41.0 | 98600 | 44 |
| met3 | 447 | 24.8 | 41800 | 19 |
| met4 | 14 | 9.70 | 10200 | 4.5 |
| met5 | - | 1.61 | 403 | 0.18 |
tightest hold or removal path: stages, from the launching register on:
cell and delay [ns]:
dfxtp_1 0.31, nand2_1 0.06, o211ai_1 0.08
Power figures rest on the tool's default switching activity, not on a simulated workload.
